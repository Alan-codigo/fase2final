## config.mk

```make
export PLATFORM = sky130hd
export DESIGN_NAME = newadd
export DESIGN_NICKNAME = newadd
export VERILOG_FILES = /design/flow/design.v
export SDC_FILE = /design/flow/constraint.sdc
export NUM_CORES = 4
export LEC_CHECK = 1
export CORE_AREA = 10 10 107 107
export DIE_AREA = 0 0 117 117
```

## constraint.sdc

```tcl
current_design newadd

set clk_period 14.5
set clk_io_pct 0.2

create_clock -name clk0 -period $clk_period

set non_clock_inputs [all_inputs -no_clocks]
set_input_delay [expr $clk_period * $clk_io_pct] -clock clk0 $non_clock_inputs
set_output_delay [expr $clk_period * $clk_io_pct] -clock clk0 [all_outputs]
```

## design.v

```verilog
`timescale 1ns/1ns
module newadd(
    input [31:0] madd_in,
    input [31:0] madd_in2,
    output reg [31:0] out1   
);
    always @ * begin
        out1 = madd_in + madd_in2;
    end
endmodule
```

## run.sh

```bash
#!/bin/bash
# OpenROAD 26Q1-2900-gdf79404cd8, Yosys 0.63+post, stock flow scripts
make -C /OpenROAD-flow-scripts/flow DESIGN_CONFIG=/design/flow/config.mk WORK_HOME=/design/flow/orfs finish
```

==> results_dict.tcl <==
# metrics dict for downstream scripts
set metrics [dict create \
    portBuffers 96 \
    final_max_slew_viol_count 0 \
    whs_ns 6.83 \
    cp.required_ns 11.60 \
    hold_class "in2out" \
    ys_cells 241 \
    timing.final.ws_setup_ns 5.70 \
    cts_setup_buffers 0 \
    seq_cell_count 0 \
    tightest_slew_ns 0.523 \
    pin_count 96 \
    power_frac_comb_pct 100.0 \
    avgSynthCellArea_um2 7.24 \
    finalSetupTns_ns 0 \
    wl_um 6310 \
    criticalPathCategory "in2out" \
    rows 35 \
    synthCells 241 \
    clock_buffers 0 \
    stdcell_area_um2 2800 \
    seqCellArea_um2 0 \
    finalCriticalPeriod_ns 8.80 \
    status "finished clean" \
    worstHoldStart "madd_in2[0]" \
    dpl.hpwl_um 5560 \
    drc 0 \
    fmax_ghz 0.114 \
    place_area_um2 2800 \
    via_count 2093 \
    maxCapViolations 0 \
    stdcell_count 437 \
    grt_pass1_wl_um 9930 \
    holdPathEnd "out1[0]" \
    crit_start "madd_in[0]" \
    crit_path_start_kind "input port" \
    grt_max_degree 11 \
    setup_viol_count_final 0 \
    vdd_drop_max_uv 20.4 \
    drt-initial-drc-count 92 \
    synth_cell_type_count 50 \
    ys_seq_share_pct 0 \
    ys_warn_count 1 \
    dpl.cell_count 437 \
    gr-total-overflow 0 \
    hold_depth 3 \
    wl_per_cell_um 14.4 \
    powerDensity_nw_per_um2 48.3 \
    mostFrequentLayoutCell "clkdlybuf4s50_1" \
    hold_viol_final 0 \
    core_area_um2 9200 \
    antenna_found_initial 0 \
    place_congestion 0.821 \
    grt.total_usage_pct 8.73 \
    final_layout_top_logic_cells "96 x clkdlybuf4s50_1, 31 x ha_1, 29 x a21oi_1, 19 x a21o_1, 18 x nand2_1" \
    synth_area_um2 1740 \
    die-area_um2 13700 \
    drive_gt1_share_pct 3.07 \
    worstPathArrival_ns 5.90 \
    postCtsHoldBufs 0 \
    warnings 32 \
    cts_resized 0 \
    clock_power_share_pct 0 \
    end_kind "output pin" \
    rsz0062_at_grt "no" \
    die_height_um 117 \
    drt-pass1-iter-count 4 \
    max_slew_margin_pct 64.3 \
    finalClockPeriodUsage_pct 60.7 \
    switching_share_pct 40.5 \
    p_sw_w 0.0000548 \
    internal_power_w 0.0000805 \
    die_w_um 117 \
    ant_nets 0 \
    pwr-share-seq_pct 0 \
    diodes 0 \
    vias_per_cell 4.79 \
    area_delta_synth_final_pct 60.5 \
    place_ws_ns 5.67 \
    grt_pass1_vias 2097 \
    p_leak_nw 1.18 \
    ys_area_um2 1740 \
    initCoreUtil_pct 19.0 \
    cp_max_fo 4 \
]
-- stage by stage --
step / util [%] / power, W
3_5_place_dp: 30.4 / 0.000136
4_1_cts: 30.4 / 0.000137
2_1_floorplan: - / 0.0000641
6_report: 30.4 / 0.000135
5_1_grt: 30.4 / 0.000151
3_3_place_gp: 30.4 / 0.000136
-- power groups by stage --
stage	Combinational (W)	Sequential [W]	Clock [W]
after CTS	0.000137	0	0
after global routing	0.000151	0	0
final	0.000135	0	0
-- worst max path at each step --
stage               to  depth (start not counted)  slack (ns)
CTS           out1[26]                         11        5.67
global route  out1[26]                         11        5.50
finish        out1[26]                         11        5.70
-- per-layer routing --
metal  global-route usage (%)  part of all wire (%)  vias to the layer above
met2                     14.6                    45                       52
met1                     11.2                    45                      946
li1                         -                     -                     1095
met3                     3.20                    11                        0
met4                        0                     0                        0
met5                        0                     0                        -
-- kinds of logic (layout without fill, tap and decap cells) --
kind of cell	Yosys count	in the layout	share of synthesized area, %
AND-OR/OR-AND	97	97	39.3
XOR/XNOR	28	28	14.1
adder cells (fa/ha/maj)	32	32	23.4
buffers and inverters	17	102	3.80
multiplexers	2	2	1.15
AND/OR/NAND/NOR	65	65	18.3
-- cell usage after synthesis (all sizes together) (3+ instances only) --
library cell | n | area, µm²
a211oi | 3 | 22.5
a21o | 19 | 143
a21oi | 29 | 145
a311oi | 3 | 43.8
a31oi | 3 | 18.8
buf | 3 | 13.8
clkbuf | 8 | 30.0
ha | 31 | 388
inv | 6 | 22.5
nand2 | 18 | 67.6
nand3 | 10 | 50.1
nand4 | 8 | 50.1
nor2 | 12 | 45.0
nor3 | 4 | 20.0
o211ai | 3 | 22.5
o21ai | 15 | 78.8
o21bai | 5 | 48.8
or2 | 3 | 18.8
xnor2 | 13 | 114
xor2 | 15 | 131
-- cell type report --
cell class                 count  area (µm²)
timing repair buffer          96         961
inverter                       6        22.5
tap                          111         139
multi-input combinational    224        1680
fill                         967        6400
-- worst max-delay path, cell delays in order --
cell	delay, ns
clkdlybuf4s50_1	0.40
ha_1	0.24
fa_1	0.41
a21o_1	0.22
a31o_2	0.28
nand3_1	0.09
o221ai_1	0.24
a311oi_1	0.37
o21bai_1	0.12
xor2_1	0.13
clkdlybuf4s50_1	0.50
Power and IR drop assume default switching activity.
